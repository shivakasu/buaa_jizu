### flow/run.sh
#!/bin/bash
# OpenROAD 26Q1-2900-gdf79404cd8, Yosys 0.63+post, stock flow scripts
make -C /OpenROAD-flow-scripts/flow DESIGN_CONFIG=/design/flow/config.mk WORK_HOME=/design/flow/orfs finish
### flow/config.mk
export PLATFORM = sky130hd
export DESIGN_NAME = RF
export DESIGN_NICKNAME = RF
export VERILOG_FILES = /design/flow/design.v
export SDC_FILE = /design/flow/constraint.sdc
export NUM_CORES = 4
export LEC_CHECK = 1
export CORE_UTILIZATION = 40
### flow/constraint.sdc
current_design RF

set clk_period 15.5
set clk_io_pct 0.2

create_clock -name clk0 -period $clk_period [get_ports {Clk}]

set non_clock_inputs [all_inputs -no_clocks]
set_input_delay [expr $clk_period * $clk_io_pct] -clock clk0 $non_clock_inputs
set_output_delay [expr $clk_period * $clk_io_pct] -clock clk0 [all_outputs]
### flow/design.v
module RF (A1,A2,A3,RD1,RD2,WD,We,Clk,Rst);
	input		      Clk,Rst,We;
	input  [31:0]	WD;
	input  [4:0]	A3;
	input  [4:0]	A1,A2;
	output [31:0]	RD1;
	output [31:0]	RD2;
	reg    [31:0]	regs [0:31]; 
	assign RD1 = regs[A1];
	assign RD2 = regs[A2];
	integer i;
	always @ (negedge Clk) 
	begin
	   if(Rst)
          for(i=0;i<32;i=i+1)
              case(i) 
              28 :regs[i]  <=  32'h0000_1800 ;
              29 :regs[i]  <=  32'h0000_2ffc ;
              default:regs[i]  <=  32'b0 ;
            endcase 
		else if (We)
			regs[A3] <= WD;
	end
endmodule
==> results.txt <==
Core area -> 140000 um^2
Via-to-Cell Ratio -> 5.51
Pin count of the biggest net entering global routing -> 86
Worst Hold End -> RD2[18]
Grt total ovfl -> 0
Share of layout cells above drive strength 1 -> 7.82%
Resize count post-CTS -> 0
Non-filler cells, final -> 7596
Std cell rows -> 137
Number of global-route vias before repair -> 44500
Yosys reg bits -> 1024
Sum Neg Setup Slack -> 0 ns
Largest Register -> regs
WL/cell -> 26.2 um
VDD IR-drop max -> 87.8 uV
Dpl hpwl -> 113 mm
Static Leak -> 29.9 nW
Cell area after synthesis -> 56300 um^2
DR vias -> 41800
FP Util -> 40.3%
Sequential power share -> 40.8%
Placer Congestion -> 0.922
Pwr dens -> 120 nW/um^2
Most frequent logic cell in the layout -> inv_1
Max_slew headroom -> 29.1%
Ys cells -> 4642
CP delay by family, top -> AND-OR/OR-AND gates
Synth Seq Share -> 54.7%
Number of port buffers -> 113
Max reg flops -> 1024
Final wirelength -> 199 mm
Ports -> 114
Top Layout Cells -> inv_1 (1050), mux2i_1 (1024), edfxtp_1 (1024)
Yosys stat area -> 56300 um^2
Area grow syn2layout -> 19.4%
Root cell of the clock tree -> clkbuf_16
Worst path required time -> 12.40 ns
CP max-delay cell -> a31oi_1
Post-CTS Setup Bufs -> 0
CP Class -> register to primary output
CTS Buf Count -> 119
Max-area cell share -> 54.7%
CTS tree -> done
Critical path arrival -> 10.48 ns
Tool warnings -> 1027
Max-Cap Viols -> 0
Yosys warnings -> 1
# setup viols final -> 0
Fin. Hold Viols -> 0
Kind of start point of the critical path -> register
CP bufs+invs -> 1
Clock slew at reported path FFs -> 0.04 ns
Gate power share -> 10.0%
Mean Syn Cell Area -> 12.1 um^2
CTS Hold Buffers Added -> 0
H-tree depth -> 3
Chip area -> 142000 um^2
Placed insts -> 6344
Wire length of the first global-routing pass -> 283 mm
Slew @ Worst Pin -> 1.06 ns
Post-synth top area cell -> edfxtp_1
Die W -> 377 um
Pint -> 5.65 mW
Cell depth of the worst setup path -> 6
Drt drc -> 0
Post-Synthesis Cells -> 4642
Cells along the critical path -> mux2i_1 -> a22o_1 -> nor3_1 -> a31oi_1 -> nand3_1 -> clkdlybuf4s50_1
Routed Antenna Nets -> 0
RSZ-0062 raised after global routing -> no
Total power -> 8.09 mW
Largest regs -> regs: 1024 flops
Crit-path max FO -> 2
Util after Layout -> 48.1%
Gr usage total -> 29.9%
Die Y -> 377 um
Initial antenna violation count -> 8
Iteration-0 DRC Markers -> 2797
Net Switching -> 2.44 mW
Top cells by area -> edfxtp_1 (55%), mux2i_1 (18%), and2_1 (11%), a22oi_1 (2.6%), a22o_1 (2.0%)
HP Start -> A2[1]
Outcome -> completed
Clock share of power -> 49.1%
Worst hold path class -> input pin to primary output
Final Slew Violations -> 0
Sw Share -> 30.2%
CTS Sinks -> 1024
1st-pass router iterations -> 5
Worst hold path depth -> 6
Deepest clock path buffer count -> 3
Worst setup EP type -> primary output
Distinct lib cells -> 30
Worst path max stage delay -> 0.50 ns
-- synthesized netlist by cell type --
| cell type | n |
|---|---|
| edfxtp_1 | 1024 |
| a21oi_1 | 192 |
| nand3b_1 | 3 |
| nor3_1 | 64 |
| buf_4 | 64 |
| or3b_4 | 2 |
| nand3b_2 | 1 |
| nand2_1 | 195 |
| a22o_1 | 128 |
| buf_1 | 22 |
| clkbuf_2 | 27 |
| nor2_1 | 20 |
| buf_6 | 35 |
| or3_4 | 1 |
| nand2_2 | 1 |
| or3_1 | 14 |
| or2_2 | 34 |
| nand3_1 | 193 |
| a31oi_1 | 64 |
| and2_1 | 1013 |
| nor2_2 | 8 |
| clkbuf_1 | 232 |
| mux2i_1 | 1024 |
| nand2b_1 | 5 |
| inv_1 | 1 |
| buf_2 | 69 |
| nor2b_1 | 5 |
| nand3_2 | 1 |
| a22oi_1 | 192 |
| nor2_4 | 8 |
-- power by group through the flow --
stage	clock (mW)	sequential, mW	combinational (mW)
CTS	4.08	3.30	0.806
finish	3.97	3.30	0.812
global route	4.37	3.32	0.858
-- cell type report --
cell class              instances  area [um^2]
diodes                          6         15.0
clock buffers                 124         3100
clock inverters              1123         4860
fillers                     12100        72400
multi-input cells            3168        23400
flip-flops and latches       1024        30700
well taps                    1876         2350
repair buffers                275         2670
-- cell families after synthesis --
logic type | Yosys count | share of synthesized area (%)
buffers and inverters | 450 | 4.11
flip-flops | 1024 | 54.7
AND/OR/NAND/NOR | 1568 | 16.0
multiplexers | 1024 | 18.2
AND-OR/OR-AND | 576 | 6.98
-- how the worst max path moves through the flow --
stage            from      end  slack, ns
4_1_cts   regs[6][28]  RD1[28]       1.85
5_1_grt   regs[7][15]  RD1[15]       1.82
6_report  regs[2][28]  RD1[28]       1.92
-- metal layers --
metal | wire (um) | share of wire, % | GRT usage (%) | up-vias
met2 | 88400 | 44 | 41.7 | 2410
li1 | - | - | - | 19000
met5 | 71 | 0.036 | 0.446 | -
met4 | 10100 | 5.1 | 15.7 | 6
met3 | 28100 | 14 | 19.4 | 476
met1 | 72100 | 36 | 35.8 | 20000
-- through the flow --
stage                     cell area (um^2)  hold WS, ns  setup slack (ns)
after floorplan                      56300         6.46              2.99
after global placement               59200         7.42              1.38
after detailed placement             59200         7.42              1.38
after CTS                            67100         7.43              1.85
after global routing                 67100         7.46              1.82
final                                67200         7.38              1.92
Power is estimated from default activity; no workload was simulated.
